===== design/flow/run.sh =====
#!/bin/bash
# OpenROAD 26Q1-2900-gdf79404cd8, Yosys 0.63+post, stock flow scripts
make -C /OpenROAD-flow-scripts/flow DESIGN_CONFIG=/design/flow/config.mk WORK_HOME=/design/flow/orfs finish

===== design/flow/config.mk =====
export PLATFORM = sky130hd
export DESIGN_NAME = forward
export DESIGN_NICKNAME = forward
export VERILOG_FILES = /design/flow/design.v
export SDC_FILE = /design/flow/constraint.sdc
export NUM_CORES = 4
export LEC_CHECK = 1
export CORE_AREA = 10 10 123 123
export DIE_AREA = 0 0 133 133

===== design/flow/constraint.sdc =====
current_design forward

set clk_period 2.2
set clk_io_pct 0.2

create_clock -name clk0 -period $clk_period

set non_clock_inputs [all_inputs -no_clocks]
set_input_delay [expr $clk_period * $clk_io_pct] -clock clk0 $non_clock_inputs
set_output_delay [expr $clk_period * $clk_io_pct] -clock clk0 [all_outputs]

===== design/flow/design.v =====
`timescale 1ns / 1ps
module forward(
    input bypassAfromMEM,
    input bypassAfromALUinWB,
    input bypassAfromLWinWB,
    input bypassBfromMEM,
    input bypassBfromALUinWB,
    input bypassBfromLWinWB,
    input [31:0] IDEXA,
    input [31:0] IDEXB,
    input [31:0] MEMWBValue,
    input [31:0] EXMEMALUOut,
    output [31:0] Ain,
    output [31:0] Bin
    );
      assign Ain = (bypassAfromMEM) ? EXMEMALUOut :
                (bypassAfromALUinWB) ? MEMWBValue :
                (bypassAfromLWinWB) ? MEMWBValue :
                IDEXA;
   assign Bin = (bypassBfromMEM) ? EXMEMALUOut :
                (bypassBfromALUinWB) ? MEMWBValue :
                (bypassBfromLWinWB) ? MEMWBValue :
                IDEXB;
endmodule

==> deck_impl_summary.md <==
Run Summary

GRT
  • Initial antenna violation count: 1
  • Number of global-route vias before repair: 3,094
  • Wire length of the first global-routing pass: ~18,000 um
  • Overall global routing resource usage: a little over an eighth
  • Maximum number of pins on one net before global-route repair: 41
  • Final global-route overflow total: 0

Detailed routing
  • Top Layer Used: met4
  • Vias: 3,052
  • Vias per cell: about 4.8
  • Post-detailed-routing wire length: 12,400 um
  • Length of routed met2 wiring: 6170 um
  • Initial detailed-routing violation count: 160
  • Drt drc: 0
  • Diodes inserted: 0
  • Drt wl/cell: between 15 and 20 um
  • Sum of routed wire segments on met1: 4980 um
  • TritonRoute pass-1 iters: 4
  • Total met3 wirelength after detailed routing: 1150 um
  • Number of routed nets with antenna violations: 0

Floorplan
  • Row count: 41
  • Die y size: 133 um
  • Floorplan die area: between 15,000 and 20,000 um^2
  • Core utilization at floorplan: 13.7%
  • Ports: about 200
  • Width of the chip: 133 um
  • Area of the core: 12,600 um^2

STA
  • Max Transition Viols Final: 0
  • Worst slew margin relative to its limit: 75.9%
  • Number of failing setup endpoints in the final timing report: 0
  • Unrepaired setup endpoints after global routing: true
  • Post-layout min period: 2150 ps
  • Final total negative setup slack: 0 ps
  • Worst hold slack: roughly 1400 ps
  • Minimum setup slack in the final design: around 48 ps
  • Fmax: about 460 MHz
  • Slew of the pin with the lowest slew margin: 357 ps
  • Final hold viol count: 0
  • Fraction of the cycle the final worst path needs: 97.8%

Hold path
  • Start point of the worst hold path: bypassBfromMEM
  • Hold path depth: 3
  • Class of the tightest hold or removal check: primary input to output pin
  • Worst Hold Path EP: Bin[12]

Pwr
  • Net Sw Power: roughly 0.00027 W
  • Worst IR Drop VDD: ~0.08 mV
  • Standby leakage power: 1.67 nW
  • Clk pwr share: 0%
  • Switching Share: 36.4%
  • Power share of the sequential group: 0%
  • Power density over the cells: 176 nW/um^2
  • Internal: ~0.00046 W
  • Combinational cell fraction of total power: 100.0%

Synthesis
  • Warnings from Yosys: 0
  • Yosys cell types: 9
  • Post-synthesis instance total: 264
  • Synthesized area per cell: 6.51 um^2
  • Post-synthesis chip area from yosys: 1720 um^2
  • Number of standard cells reported by yosys: 264
  • Sequential element share of the synthesized area: 0%
  • Cell area after synthesis: approximately 1700 um^2

Worst setup path
  • Setup Crit Path Kind: primary input to output pin
  • Kind of end point of the critical path: output pin
  • Arrival time at the worst endpoint: 1710 ps
  • CP Max Fanout: 11
  • Required time of the critical path: ~1800 ps
  • Crit start category: primary input

Layout
  • Synth-to-layout area growth: 140%
  • Final Cell Area: 4130 um^2
  • Registers: 0
  • Fill cells: 1,327
  • # clk buffers: 0
  • Fraction of final layout cells with drive strength greater than 1: 17.0%
  • Share of the core filled with cells in the final layout: 32.9%
  • Total area of sequential cells: 0 um^2

Place
  • Final weighted congestion in routability-driven placement: 0.901
  • Setup Slack @ Placement: -672 ps
  • Post-DP HPWL: 9500 um
  • Placed Area: 4140 um^2
  • Number of input and output port buffers inserted: 198

Run status
  • Outcome: finished clean

Job
  • Max-Cap Viols: 0
  • Number of warning messages in the logs: 33

CTS
  • Number of buffers inserted by hold repair at cts: 0
[cell usage in the layout (no fill, tap or decap)]
master	instances
sky130_fd_sc_hd__o311ai_4	1
sky130_fd_sc_hd__clkdlybuf4s50_1	128
sky130_fd_sc_hd__clkdlybuf4s15_1	3
sky130_fd_sc_hd__buf_6	2
sky130_fd_sc_hd__nand2_1	64
sky130_fd_sc_hd__inv_1	32
sky130_fd_sc_hd__or4b_4	5
sky130_fd_sc_hd__buf_4	20
sky130_fd_sc_hd__o311ai_0	35
sky130_fd_sc_hd__or4b_1	59
sky130_fd_sc_hd__o311ai_1	23
sky130_fd_sc_hd__buf_16	3
sky130_fd_sc_hd__buf_12	11
sky130_fd_sc_hd__nor2_2	1
sky130_fd_sc_hd__buf_2	27
sky130_fd_sc_hd__nor2_4	1
sky130_fd_sc_hd__o311ai_2	5
sky130_fd_sc_hd__dlygate4sd2_1	38
sky130_fd_sc_hd__clkbuf_2	2
[power by group through the flow]
stage     registers (W)  logic [W]  clock network [W]
5_1_grt               0   0.000792                  0
6_report              0   0.000728                  0
4_1_cts               0   0.000735                  0
[worst max-delay path by stage]
stage	start	endpoint	slack, ps	cells past startpoint
global route	bypassBfromALUinWB	Bin[5]	-0.8	7
CTS	IDEXB[12]	Bin[12]	2	5
finish	bypassBfromALUinWB	Bin[23]	50	7
[worst max-delay path, stage by stage]
cell and delay, ps:
sky130_fd_sc_hd__buf_2 120, sky130_fd_sc_hd__buf_12 130, sky130_fd_sc_hd__buf_4 140, sky130_fd_sc_hd__buf_6 130
sky130_fd_sc_hd__or4b_4 530, sky130_fd_sc_hd__o311ai_2 80, sky130_fd_sc_hd__buf_2 140
[cell type report]
cell class         instances  area (um^2)  area share [%]
repair buffers           234         2260            54.8
multi-input cells        194         1530            37.1
well taps                172          215            5.21
inverters                 32          120            2.91
[cell families (layout without fill, tap and decap cells)]
logic type / Yosys count / count (layout) / synth area share (%)
AND-OR/OR-AND: 64 / 64 / 32.6
AND/OR/NAND/NOR: 130 / 130 / 51.7
buffers and inverters: 70 / 266 / 15.7
[per-layer routing]
layer | track usage (%) | up-vias
met5 | 0 | -
met3 | 4.15 | 10
met1 | 15.4 | 1429
met4 | 1.71 | 0
li1 | - | 1458
met2 | 23.2 | 155
[cells in the mapped netlist (all sizes together)]
library cell / instances / area, um^2
buf: 3 / 15.0
clkbuf: 35 / 135
inv: 32 / 120
nand2: 64 / 240
nor2: 2 / 7.51
o311ai: 64 / 561
or4b: 64 / 641
[stage by stage]
step,cells,power [W]
after global routing,632,0.000792
after global placement,628,0.000763
after CTS,633,0.000735
after detailed placement,628,0.000765
final,632,0.000728
after floorplan,264,0.000174
[repair_timing]
action / CTS / global route
cloned: 3 / 0
endpoints found under the setup margin: 64 / 13
resized: 163 / 16
buffers inserted: 2 / 0
pin swaps: 1 / 0
Power figures rest on the tool's default switching activity, not on a simulated workload.
