==> /design/flow/config.mk <==
export PLATFORM = sky130hd
export DESIGN_NAME = prc
export DESIGN_NICKNAME = prc
export VERILOG_FILES = /design/flow/design.v
export SDC_FILE = /design/flow/constraint.sdc
export NUM_CORES = 4
export LEC_CHECK = 1
export CORE_UTILIZATION = 50
==> /design/flow/constraint.sdc <==
current_design prc

set clk_period 10.3
set clk_io_pct 0.2

create_clock -name clk0 -period $clk_period [get_ports {clk}]

set non_clock_inputs [all_inputs -no_clocks]
set_input_delay [expr $clk_period * $clk_io_pct] -clock clk0 $non_clock_inputs
set_output_delay [expr $clk_period * $clk_io_pct] -clock clk0 [all_outputs]
==> /design/flow/design.v <==
`timescale 1ns / 1ps
module prc(
     input clk,
     input branchTaken,
     input stall,
     input [31:0] branchPCOffset,
     output reg [31:0] PC
    );
    initial
    begin
        PC = 0;
    end
    always @(posedge clk)
    begin
        if (branchTaken) begin 
               PC <= PC + branchPCOffset; 
          end
          else if (stall) begin  
             PC <= PC;
          end
          else begin
             PC <= PC + 4;
          end
     end
endmodule
==> /design/flow/run.sh <==
#!/bin/bash
# OpenROAD 26Q1-2900-gdf79404cd8, Yosys 0.63+post, stock flow scripts
make -C /OpenROAD-flow-scripts/flow DESIGN_CONFIG=/design/flow/config.mk WORK_HOME=/design/flow/orfs finish
==> summary.txt <==
Flow results are below.

- TritonCTS built the clock tree.
- The combined buffer and inverter count along the critical path is 2, for reference.
- The gate-level netlist out of Yosys references 63 unique cell types.
- The longest incremental delay of any stage on the critical path is reported as 0.53 ns.
- The clock period could shrink to 4.76 ns.
- In the global route stage, overall resource usage came out at 26.1%.
- The peak fanout along the critical path is 5, for reference.
- The wire length of the first global-routing pass is 15600 um, for reference.
- The critical path goes through clkdlybuf4s50_1 -> ha_1 -> inv_1 -> fa_1 -> nand2b_1 -> a21oi_1 -> a311oi_4 -> a41oi_1 -> o21ai_0 -> xor2_1 -> a21oi_1.
- The number of placed instances, taps included, is 611.
- The number of buffers created by CTS is 5, for reference.
- The final total negative setup slack is 0 ns, for reference.
- The clock arrives with 0.00636 ns of skew.
- Once detail routing completed, the nets flagged for antenna violations numbered 0.
- During I/O placement, the number of pins put on the boundary was 67.
- Hold-check failures listed in the final report amount to 0.
- The startpoint-to-endpoint class of the critical path is input pin to flip-flop, for reference.
- The placement report lists the number of port buffers as 66.
- According to the floorplan report, the placeable core area is 7290 sq um.
- The clock transition at the registers of the reported paths is 0.08 ns, for reference.
- Power spread over the standard cell area amounts to 294 nW/um^2.
- The final standard cell count with taps included and fillers excluded is 619, for reference.
- The async set or reset register ratio after synthesis is 0%, for reference.
- The via count of the first global-routing pass is 3237, for reference.
- In the layout the commonest cells are sky130_fd_sc_hd__clkdlybuf4s50_1, sky130_fd_sc_hd__a21oi_1, sky130_fd_sc_hd__nor2_1.
- The number of antenna violations at the first check in global routing is 0.
- The stage-log warning count is 26, for reference.
- The area of the synthesized netlist per yosys stat is 3810 sq um, for reference.
- In the final layout, the share of cells above drive strength 1 is 5.19%.
- The most common logic cell in the final layout is sky130_fd_sc_hd__clkdlybuf4s50_1.
- The end-of-flow core utilization is 63.2%, for reference.
- The cell family contributing the most delay on the critical path is AND-OR/OR-AND gates, for reference.
- The run reported a max-capacitance violation count of 0.
- The worst hold path belongs to the class flip-flop to flip-flop.
- The die covers 7970 sq um.
- The register bank with the most flops is PC, for reference.
- In the Yosys report the total cell count is 468.
- The pin count of the biggest net entering global routing is 69, for reference.
- In the final report, the number of pins over their slew limit comes to 0.
- Per the OpenROAD floorplan log, the height of the die is 89.3 um.
- The area growth from synthesis to layout is 21.0%, for reference.
- In the final routed layout, each cell accounts on average for 15.6 um.
- The post-CTS setup repair buffer count is 0, for reference.
- In this run the VDD rail shows a maximum IR drop of 0.139 mV.
- For this run, the final setup violation count is recorded as 0.
- The run finished with clean final reports.
- The final RePlAce weighted congestion is 0.908, for reference.
- The worst endpoint data arrival time is 4.79 ns, for reference.
- Setup repair after global routing left no endpoint under its margin.
- The initial utilization of the core area, before any placement, comes to 52.2%.
- The sequential cell area fraction in the yosys report is 25.2%, for reference.
- The kind of end point of the critical path is a flip-flop, for reference.
- The mapped netlist covers 3810 sq um.
- The row count is 31, for reference.
- The post-place setup slack is 5.24 ns, for reference.
- Note, the detailed placer reported a final HPWL of 7190 um.
- The timing-limited maximum frequency is 210 MHz, for reference.
- Per the OpenROAD floorplan log, the width of the die is 89.3 um.
- The worst setup path is launched from an input pin.
- The count of flip-flops with a built-in enable after synthesis is 32, for reference.
- The final critical-path share of the clock period is 46.3%, for reference.
- The pin closest to its max-slew limit shows a slew of 0.857 ns.
- The clock root buffer is sky130_fd_sc_hd__clkbuf_8, for reference.
- The script logs the ratio of routed vias to standard cells as 5.82.
- The clock insertion delay at the later pin of the skew report is 0.29 ns, for reference.
- The synthesis-stage register bit count is 32, for reference.
- The wire length reported by the detailed router is 9660 um, for reference.
- In this run the static leakage power is 0.00178 uW.
- The number of synthesis warnings is 1, for reference.
- The flip-flop count of the largest register after layout is 32, for reference.
- Per the GRT congestion report, total overflow comes to 0.
- The number of buffers between clock root and the deepest sink is 2, for reference.
- In this design, the critical path's most frequently occurring cell is sky130_fd_sc_hd__a21oi_1.
- The routed layout has 3605 vias.
- The setup slack after layout is 5.54 ns, for reference.
- The final antenna diode tally reported by the flow is 0.
- The DRC violation total left in the routed layout is recorded as 0.
- The endpoint required time on the critical path is 10.32 ns, for reference.
- The worst hold slack is 0.603 ns, for reference.
- The first detailed-routing pass took 4 iterations.
- Per the CTS log, the maximum H-tree level is 2.
- Measured against its own limit, the worst slew margin works out to 42.8%.
- After clock tree synthesis, the repair step resized 0 gates.
- The average cell area after synthesis is 8.14 sq um, for reference.
- The count of routing violations after the opening detailed-route iteration is 148, for reference.
- The cell count after synthesis came out at 468.
- The registers reported with the highest flop counts are PC x32.
- The total number of clock tree sinks is 32, for reference.
- Per the synth stats, the flop cell with the highest instance count is sky130_fd_sc_hd__edfxtp_1.
- For this design, the slowest cell found on the critical path is sky130_fd_sc_hd__a41oi_1.
- Buffers inserted to repair hold after CTS numbered 0.
-- cell families after synthesis --
| family | after synthesis | share of synthesized area, % |
|---|---|---|
| mux | 8 | 2.17 |
| simple gates | 169 | 22.6 |
| compound gates | 139 | 23.9 |
| buf+inv | 40 | 4.27 |
| fa+ha+maj | 33 | 11.0 |
| xor+xnor | 47 | 10.8 |
| flops | 32 | 25.2 |
-- worst register-to-register path: stages, from the launching register on --
cell                       delay [ns]
sky130_fd_sc_hd__edfxtp_1        0.36
sky130_fd_sc_hd__ha_1            0.17
sky130_fd_sc_hd__inv_1           0.05
sky130_fd_sc_hd__fa_1            0.37
sky130_fd_sc_hd__nand2b_1        0.19
sky130_fd_sc_hd__a21oi_1         0.32
sky130_fd_sc_hd__a311oi_4        0.18
sky130_fd_sc_hd__a41oi_1         0.53
sky130_fd_sc_hd__o21ai_0         0.22
sky130_fd_sc_hd__xor2_1          0.17
sky130_fd_sc_hd__a21oi_1         0.08
-- path summary, 6_finish.rpt --
path,start,end,slack [ns],cells past startpoint
max reg2reg,PC[0],PC[24],7.40,10
min,PC[31],PC[31],0.60,1
min reg2reg,PC[31],PC[31],0.60,1
max,branchPCOffset[0],PC[24],5.54,11
-- metal layers --
metal	vias to the layer above	share of wire, %	GRT usage (%)
li1	1848	-	-
met1	1650	51	42.8
met2	103	42	38.0
met3	4	6.4	4.59
met4	0	0.55	3.17
met5	-	0	0
-- Yosys cell counts (2+ instances only) --
master	instances	area share, %
sky130_fd_sc_hd__nand4_1	14	2.3
sky130_fd_sc_hd__a21o_1	15	3.0
sky130_fd_sc_hd__nor2_1	45	4.4
sky130_fd_sc_hd__a31o_2	2	0.46
sky130_fd_sc_hd__and4_1	3	0.69
sky130_fd_sc_hd__a41oi_1	2	0.46
sky130_fd_sc_hd__o221ai_1	2	0.46
sky130_fd_sc_hd__inv_1	16	1.6
sky130_fd_sc_hd__mux2_2	2	0.59
sky130_fd_sc_hd__and2_1	5	0.82
sky130_fd_sc_hd__o21ai_0	26	3.4
sky130_fd_sc_hd__and3_1	4	0.66
sky130_fd_sc_hd__ha_1	32	11
sky130_fd_sc_hd__a211oi_1	5	0.99
sky130_fd_sc_hd__o211ai_1	3	0.59
sky130_fd_sc_hd__nand2b_1	7	1.1
sky130_fd_sc_hd__a21boi_0	2	0.39
sky130_fd_sc_hd__edfxtp_1	32	25
sky130_fd_sc_hd__o31ai_1	2	0.39
sky130_fd_sc_hd__o21ai_2	2	0.46
sky130_fd_sc_hd__xnor2_1	21	4.8
sky130_fd_sc_hd__a31oi_1	4	0.66
sky130_fd_sc_hd__a311oi_1	3	0.69
sky130_fd_sc_hd__nor4_1	2	0.33
sky130_fd_sc_hd__o21bai_1	3	0.59
sky130_fd_sc_hd__nand2_1	36	3.5
sky130_fd_sc_hd__nand3_1	24	3.2
sky130_fd_sc_hd__xor2_1	26	6.0
sky130_fd_sc_hd__or4_1	3	0.59
sky130_fd_sc_hd__mux2i_1	6	1.6
sky130_fd_sc_hd__clkbuf_1	21	2.1
sky130_fd_sc_hd__a21oi_1	54	7.1
sky130_fd_sc_hd__o21a_1	2	0.39
sky130_fd_sc_hd__o22ai_1	2	0.33
sky130_fd_sc_hd__nor3_1	8	1.1
sky130_fd_sc_hd__nor2b_1	2	0.33
sky130_fd_sc_hd__or3_1	4	0.66
-- report_power, final --
group	switching [uW]	leakage [uW]	internal, uW
logic	471	0.00141	434
registers	91.2	0.000321	236
clock network	54.2	0.0000532	70.6
-- per-stage QoR --
| step | power, uW | instance area (sq um) |
|---|---|---|
| floorplan | 946 | 3810 |
| global placement | 1210 | 4500 |
| detailed placement | 1220 | 4500 |
| CTS | 1350 | 4610 |
| global route | 1480 | 4610 |
| finish | 1360 | 4610 |
-- layout make-up --
type,count,area [sq um]
clock inverters,3,37.5
clock buffers,5,68.8
repair buffers,68,671
multi-input cells,396,2690
flip-flops and latches,32,961
inverters,16,60.1
well taps,99,124
fillers,656,2680
No activity file was given, so power comes from the tool's default toggle rates.
